==> flow/design.v <==
module Data_mem (
    input CLK, reset, WE,
    input [31:0] A,
    input [31:0] WD,
    output reg [31:0] RD,
    output reg [31:0] test_value
);
    reg [31:0] RAM [99:0];
    integer i;
    always@(posedge CLK, negedge reset) begin
        if (!reset) begin
            for (i = 32'b0; i<100; i=i+1) begin
                RAM[i] <= 32'b0;
            end 
        end
        else if (WE) begin
            RAM[A] <= WD; 
        end
    end 
    always @(*) begin
        RD = RAM[A];
        test_value = RAM[0];
    end
endmodule
==> flow/run.sh <==
#!/bin/bash
# OpenROAD 26Q1-2900-gdf79404cd8, Yosys 0.63+post, stock flow scripts
make -C /OpenROAD-flow-scripts/flow DESIGN_CONFIG=/design/flow/config.mk WORK_HOME=/design/flow/orfs finish
==> flow/config.mk <==
export PLATFORM = sky130hd
export DESIGN_NAME = Data_mem
export DESIGN_NICKNAME = Data_mem
export VERILOG_FILES = /design/flow/design.v
export SDC_FILE = /design/flow/constraint.sdc
export NUM_CORES = 4
export LEC_CHECK = 1
export CORE_UTILIZATION = 50
==> flow/constraint.sdc <==
current_design Data_mem

set clk_period 72.1
set clk_io_pct 0.2

create_clock -name clk0 -period $clk_period [get_ports {CLK}]

set non_clock_inputs [all_inputs -no_clocks]
set_input_delay [expr $clk_period * $clk_io_pct] -clock clk0 $non_clock_inputs
set_output_delay [expr $clk_period * $clk_io_pct] -clock clk0 [all_outputs]
==> notes.md <==
The run finished with clean final reports. The sort of element at the start of the critical path is an input pin. The cell resize tally after clock tree synthesis is 0, and the number of detailed-routing iterations run before antenna repair is 8. The startpoint identified for the worst register-to-register timing path is RAM[0][2].

The area taken by sequential standard cells is reported as 0.0801 sq mm. In this run the tools logged warnings totalling 87. According to the timing report, the arrival time at the worst endpoint equals 20.77 ns.

After the first detailed-routing iteration, the DRC count stood at 11500. With the number of remaining DRC errors at 0, the share of power burned in combinational logic is 0.079. The last timing report of the flow puts the setup violation total at 0. Routability-driven placement finished with a final weighted congestion of 1.02. The clock tree skew after final layout was 0 ns. For the worst-skew pair, the clock arrives at the later sink with an insertion delay of 0.97 ns. The worst hold path belongs to the class reg -> reg. CTS saw 3200 sinks. TritonCTS created 343 clock buffers. Ranked by flip-flop count, first place goes to RAM. The number of buffers inserted by post-CTS setup repair is 0. Worst reg2reg path depth: 1. For the floorplan row count, the log shows 194.

With the clock network fraction of total power at 0.435, the overall global routing resource usage is 0.539. After synthesis, the mean cell area works out to 13.4 sq um. The via count of the first global-routing pass is 105000, and the top-level port count is 131.

The synth_stat.txt file lists the number of cells as 10500. The largest registers in the layout are RAM (3200). The run gives 99 as the initial antenna violation count.

The post-synth tally of flip-flops with integrated enable was 0. The startpoint identified for the worst hold timing path is RAM[16][6]. STA shows the worst min-delay path finishing at RAM[16][6]. The hold violation total from the final report came out at 0. The mapped netlist covers 0.141 sq mm. The global routing usage on met1 came out at 0.621. After detailed routing, the total wire length is 722 mm.

In this run, synthesis produced a sequential element count of 3200. The cell sitting at the root of the clock tree is a clkbuf_16. The unique cell type count in the Yosys netlist was 75; the final worst hold slack was 0.486 ns.

With the post-synthesis async set-or-reset flop share at 1.00, the share of cells above drive strength 1 is 0.430. The area added between synthesis and finish works out to 13.1%. The total overflow reported by the global router is 0.

Summed over all cells, the static leakage comes to 76.9 nW. The switching component of the power was 1.03 mW; the total power per unit cell area was 26.0 mW/mm^2. In this run the VDD rail shows a maximum IR drop of 0.0204 mV. Terminus of the critical flop-to-flop path: RAM[0][2]. The run gives 0.567 for the portion of the post-synthesis area used by sequential elements. The switching portion of total power works out to 0.248. Per the GRT log, the top usage layer is met2. With the timing-limited maximum frequency at 0.0284 GHz, the sequential cell fraction of total power is 0.485. Max fanout on the critical path was recorded as 23.

The number of warning messages in the yosys log was 2. Across the run, the number of max-cap violations was 0. In the layout the commonest cells are mux2_2 (3222), dfrtp_1 (3200), a22oi_1 (848). Looking at the cell usage after synthesis, the top flip-flop cell is dfrtp_1. With the vertical die dimension at 533 um, the number of hold buffers added after cts is 0.

The count of input and output buffers is 105. Counting the fill cells in the layout gives 21700. The number of buffers between clock root and the deepest sink was 4. The core utilization at floorplan is 0.504. STA classifies the critical path endpoint as an output port.

The run gives 0.488 for the ratio of final minimum period to clock period. The area enclosed by the die boundary came out at 0.284 sq mm. The first global-routing pass estimated 958 mm of wire.

The number of cells on the worst hold path was 1; the HPWL after detailed placement was 434 mm. After technology mapping, the gate count stands at 10500. The clock tree synthesis step divided the H-tree into 5 levels. The total core area came out at 0.280 sq mm. The total vias in the final route is 109000, and the tightest slew margin relative to the limit is 0.0181. The critical path is of the in -> out type.

The routed design shows a wire length per standard cell of 49.5 um. With the area of the synthesized netlist per yosys stat at 0.141 sq mm, the flip-flop count of the largest register after layout is 3200. For the cell-internal power, the log shows 3.12 mW. The top cell type in the final layout, fill and taps aside, is mux2_2. The global-route met2 utilization was 0.665; the required time reported for the critical path endpoint was 57.68 ns. The run gives 0.421 as the fraction of met3 tracks used by global routing.

Entering global routing, the biggest net connects 126 pins. The via density per instance works out to 7.46. Adding up every negative setup slack in the final design gives 0 ns. The utilization after layout was 0.570. Setup slack on the worst reg-to-reg path comes out at 71.23 ns.

The clock-pin slew of the registers on the worst-case setup and hold paths came out at 0.06 ns. The detail route stage leaves a number of antenna-violating nets equal to 0. Setup repair after global routing left no endpoint under its margin. TritonCTS built the clock tree.

The worst path needs 35.19 ns of the cycle, external delays included. Per the final report, max-transition violations number 0. Looking at the max-slew report, the worst-margin pin has a slew of 1.46 ns. The run gives 0.0576 sq mm as the area occupied by multi-input gates. From left edge to right edge, the die measures 533 um.
[how the worst max path moves through the flow]
stage,slack [ns],from,end,depth (start not counted)
after CTS,37.50,A[4],RD[13],14
after global routing,37.32,A[4],RD[13],14
final,36.91,A[4],RD[13],14
[stage by stage]
stage / instance area (sq um) / setup WS, ns / std cells / power (mW)
after floorplan: 141000 / 41.25 / 10500 / 2.21
after global placement: 148000 / 37.49 / 13900 / 2.34
after detailed placement: 148000 / 37.51 / 13900 / 2.36
after CTS: 159000 / 37.50 / 14500 / 4.13
after global routing: 159000 / 37.32 / 14500 / 4.24
final: 160000 / 36.91 / 14600 / 4.14
[routing by layer]
metal / wire length (um) / vias to the layer above
met5: 2940 / -
met4: 65800 / 127
met3: 135000 / 3140
met2: 284000 / 9272
met1: 235000 / 56500
li1: - / 39700
[critical path, stage by stage]
cell             delay (ns)
buf_4                  0.33
buf_4                  0.51
buf_4                  0.47
or3_4                  0.65
buf_4                  0.58
buf_4                  0.57
nor2_4                 0.25
buf_4                  0.40
a22oi_1                0.28
nand4_1                0.15
nor4_1                 1.18
buf_4                  0.26
a31oi_1                0.13
clkdlybuf4s50_1        0.44
[area by class of cell]
| class | count | area share |
|---|---|---|
| multi-input combinational | 6211 | 0.361 |
| tap | 3724 | 0.0292 |
| timing repair buffer | 713 | 0.0350 |
| antenna | 129 | 0.00202 |
| clock buffer | 523 | 0.0644 |
| sequential | 3200 | 0.502 |
| clock inverter | 84 | 0.00651 |
| inverter | 2 | 0.0000471 |
[cells by family (layout without fill, tap and decap cells)]
group	Yosys count	in the layout	share of synthesized area
compound gates	1617	1617	0.0875
buf+inv	1117	1322	0.0334
flops	3200	3200	0.567
mux	3256	3256	0.260
other cells	0	129	0
simple gates	1338	1338	0.0519
[power groups by stage]
stage	combinational (mW)	sequential [mW]	clock, mW
4_1_cts	0.320	2.01	1.80
6_report	0.329	2.01	1.80
5_1_grt	0.343	2.03	1.87
[synth_stat cells (8+ instances only)]
| library cell | instances | area share |
|---|---|---|
| nor4_1 | 73 | 0.0032 |
| a221oi_1 | 55 | 0.0034 |
| o22a_1 | 21 | 0.0013 |
| a222oi_1 | 103 | 0.0073 |
| a22oi_1 | 848 | 0.045 |
| or3_1 | 8 | 0.00035 |
| o21ai_0 | 32 | 0.0011 |
| o22ai_1 | 97 | 0.0043 |
| mux2_2 | 3222 | 0.26 |
| nor2_2 | 8 | 0.00035 |
| buf_1 | 239 | 0.0064 |
| buf_2 | 343 | 0.012 |
| nor3_1 | 22 | 0.00078 |
| nor2b_1 | 12 | 0.00053 |
| nand2_1 | 149 | 0.0040 |
| mux2_1 | 18 | 0.0014 |
| a32oi_1 | 34 | 0.0021 |
| o32a_1 | 10 | 0.00071 |
| dfrtp_1 | 3200 | 0.57 |
| or4_1 | 42 | 0.0022 |
| a31oi_1 | 44 | 0.0020 |
| o2111ai_1 | 10 | 0.00062 |
| o211ai_1 | 21 | 0.0011 |
| nor2_1 | 166 | 0.0044 |
| a2111oi_0 | 58 | 0.0036 |
| a22o_1 | 126 | 0.0078 |
| clkbuf_1 | 517 | 0.014 |
| buf_4 | 9 | 0.00048 |
| mux2i_1 | 16 | 0.0011 |
| nor4bb_1 | 8 | 0.00057 |
| nand4_1 | 191 | 0.0085 |
| nand3_1 | 403 | 0.014 |
| a21oi_1 | 109 | 0.0039 |
| and3_1 | 179 | 0.0079 |
| a41oi_1 | 8 | 0.00050 |
Power figures rest on the tool's default switching activity, not on a simulated workload.
